==> /design/flow/design.v <==
module alu (outBus,Zero,Overflow,Carry,Negative,BusA,BusB,Control);
	output [31:0] outBus;
	output Zero,Overflow,Carry,Negative;
	input [31:0] BusA,BusB;
	input [2:0] Control;
	assign outBus= (Control==3'b011)? BusA&BusB:32'bZ;
	assign outBus= (Control==3'b100)? BusA|BusB:32'bZ;
	assign outBus= (Control==3'b101)? BusA^BusB:32'bZ;
	assign outBus= (Control==3'b110)? BusA<<4:32'bZ;
	assign Zero=(outBus==1'b0)? 1'b1:1'b0;
	assign Negative=(outBus[31]==1'b1)? 1'b1:1'b0;
endmodule
module aluDemo (HEX0,HEX1,HEX2,HEX3,SW,KEY,clk);
	output [15:0] HEX0,HEX1,HEX2,HEX3;
	input [9:0] SW;
	input [1:0] KEY;
	input clk;
	reg [15:0] tHex0,tHex1,tHex2,tHex3;
	reg [2:0] Control,PrevControl;
	reg [31:0]BusA,BusB,TempBusA,TempBusB,TempOutBus;
	wire Overflow,Carry,Negative,Zero;
	wire [31:0] outBus;
	alu my_alu(outBus,Zero,Overflow,Carry,Negative,BusA,BusB,Control);
	initial begin
		tHex0=1'b0;
		tHex1=1'b0;
		tHex2=1'b0;
		tHex3=1'b0;
		Control=1'b0;
		BusA=1'b0;
		BusB=1'b0;
		TempBusA=1'b0;
		TempBusB=1'b0;
		TempOutBus=1'b0;
	end
	always @ (negedge clk) begin
		if (KEY[1]) begin
			TempOutBus=outBus;
		end
	end
	always @ (posedge clk) begin
		if (SW[3]&&(SW[9:8]==1'b0)) TempBusA[31:16]=TempBusA[31:16]+1'b1;
		if (SW[2]&&(SW[9:8]==1'b0)) TempBusA[15:0]=TempBusA[15:0]+1'b1;
		if (SW[1]&&(SW[9:8]==1'b1)) TempBusB[31:16]=TempBusB[31:16]+1'b1;
		if (SW[0]&&(SW[9:8]==1'b1)) TempBusB[15:0]=TempBusB[15:0]+1'b1;
		if (KEY[0]&&(SW[9:8]==1'b0)) BusA=TempBusA;
		else if (KEY[0]&&(SW[9:8]==1'b1)) BusB=TempBusB;
		if (KEY[1]) begin
			Control=SW[6:4];
			PrevControl=Control;
		end	
		else Control=1'b0;
		if (SW[9]) begin
			tHex2=PrevControl;
			tHex3=SW[6:4];
			tHex1=TempOutBus[31:16];
			tHex0=TempOutBus[15:0];
		end
		else if (SW[8]) begin
			tHex3=TempBusB[31:16];
			tHex2=TempBusB[15:0];
			tHex1=BusB[31:16];
			tHex0=BusB[15:0];
		end
		else begin
			tHex3=TempBusA[31:16];
			tHex2=TempBusA[15:0];
			tHex1=BusA[31:16];
			tHex0=BusA[15:0];
		end
	end
	assign HEX0=tHex0;
	assign HEX1=tHex1;
	assign HEX2=tHex2;
	assign HEX3=tHex3;
endmodule
module testBench;
	wire [15:0] HEX0,HEX1,HEX2,HEX3;
	wire [9:0] SW;
	wire [1:0] KEY;
	wire clk;
	aluDemo my_aluDemo (HEX0,HEX1,HEX2,HEX3,SW,KEY,clk);
	Tester aTester (HEX0,HEX1,HEX2,HEX3,SW,KEY,clk);
	initial begin
		$dumpfile ("aluDemo.vcd");
		$dumpvars (1,my_aluDemo);
	end
endmodule
module Tester (HEX0,HEX1,HEX2,HEX3,SW,KEY,clk);
	input wire [15:0] HEX0,HEX1,HEX2,HEX3;
	output reg [9:0] SW;
	output reg [1:0] KEY;
	output reg clk;
	parameter stimDelay = 1;
	initial
		begin
			$monitor ("clk:%b\t HEX1:%b \t\t HEX0:%b \t\t HEX3:%b \t\t HEX2:%b \t KEY0:%b\t KEY1:%b",clk, HEX1,HEX0,HEX3,HEX2,KEY[0],KEY[1]);
		end
	integer i;
	initial
		begin
			#stimDelay; clk=1'b1; SW=1'b0; KEY=1'b0;
			#stimDelay; clk=1'b0;
			#stimDelay; clk=1'b1; SW[9:8]=1'b0; SW[3]=1'b1; 
			#stimDelay; clk=1'b0;
			#stimDelay; clk=1'b1; SW[3]=1'b0; SW[6:4]=3'b101; KEY[0]=1'b1;
			#stimDelay; clk=1'b0;
			#stimDelay; clk=1'b1; KEY[0]=1'b0; KEY[1]=1'b1;
			#stimDelay; clk=1'b0;
			#stimDelay; clk=1'b1; KEY[1]=1'b0;
			#stimDelay; clk=1'b0;
			#stimDelay; clk=1'b1; SW[9]=1'b1;
			#stimDelay; clk=1'b0;
			#stimDelay; clk=1'b1;
			#stimDelay; clk=1'b0;
			#stimDelay; clk=1'b1;
			#stimDelay; clk=1'b0;
			#stimDelay; clk=1'b1;
			#stimDelay; clk=1'b0;
			#stimDelay; clk=1'b1;SW[6:4]=1'b0;
			#stimDelay; clk=1'b0;
			#stimDelay; clk=1'b1;
			#stimDelay; clk=1'b0;
			#stimDelay; clk=1'b1;
			#stimDelay; clk=1'b0;
			#stimDelay; clk=1'b1;
			#stimDelay; clk=1'b0;
			#stimDelay; clk=1'b1;
			#stimDelay; clk=1'b0;
			#stimDelay; clk=1'b1;
			#stimDelay; clk=1'b0;
			#stimDelay; clk=1'b1;
			#stimDelay; clk=1'b0;
			#stimDelay; clk=1'b1;
			#stimDelay; clk=1'b0;
			#stimDelay; clk=1'b1;
			#stimDelay; clk=1'b0;
			#stimDelay; clk=1'b1;
			#stimDelay; clk=1'b0;
			#stimDelay; clk=1'b1;
			#stimDelay; clk=1'b0;
			#stimDelay; clk=1'b1;
			#stimDelay; clk=1'b0;
			#stimDelay; clk=1'b1;
			#stimDelay; clk=1'b0;
			#stimDelay; clk=1'b1;
			#stimDelay; clk=1'b0;
			#stimDelay; clk=1'b1;
			#stimDelay; clk=1'b0;
			#stimDelay; clk=1'b1;
			#stimDelay; clk=1'b0;
			#stimDelay; clk=1'b1;
			#stimDelay; clk=1'b0;
			#stimDelay; clk=1'b1;
			#stimDelay; clk=1'b0;
			#stimDelay; clk=1'b1;
			#stimDelay; clk=1'b0;
			#stimDelay; clk=1'b1;
			#stimDelay; clk=1'b0;
			#stimDelay; clk=1'b1;
			#stimDelay; clk=1'b0;
			#stimDelay; clk=1'b1;
			#stimDelay; clk=1'b0;
		end
endmodule
==> /design/flow/run.sh <==
#!/bin/bash
# OpenROAD 26Q1-2900-gdf79404cd8, Yosys 0.63+post, stock flow scripts
make -C /OpenROAD-flow-scripts/flow DESIGN_CONFIG=/design/flow/config.mk WORK_HOME=/design/flow/orfs finish
==> /design/flow/config.mk <==
export PLATFORM = sky130hd
export DESIGN_NAME = aluDemo
export DESIGN_NICKNAME = aluDemo
export VERILOG_FILES = /design/flow/design.v
export SDC_FILE = /design/flow/constraint.sdc
export NUM_CORES = 4
export LEC_CHECK = 1
export CORE_UTILIZATION = 40
==> /design/flow/constraint.sdc <==
current_design aluDemo

set clk_period 8.3
set clk_io_pct 0.2

create_clock -name clk0 -period $clk_period [get_ports {clk}]

set non_clock_inputs [all_inputs -no_clocks]
set_input_delay [expr $clk_period * $clk_io_pct] -clock clk0 $non_clock_inputs
set_output_delay [expr $clk_period * $clk_io_pct] -clock clk0 [all_outputs]
==> metrics.cfg <==
[logic_synthesis]
topCellsByArea = dfxtp_1 44%, edfxtp_1 9.5%, xnor2_1 4.1%
numSynthFlops = 223
synth_top_flop_cell = dfxtp_1
synth.top_cell.area_share = 0.439
yosysChipArea_um2 = 8880
ys_cells = 891
synth-edff-count = 28
ys_types = 67
largest_area_cell = dfxtp_1
yosys_warnings = 5
ys_async_sr_fraction = 0
yosys.stat.seqShare = 0.534

[run_status]
status = did not finish
stop_error = ERROR: Found 28 problems in 'check -assert'.
haltStage = synthesis (1_2_yosys)

[cell families after synthesis]
| kind of cell | share of synthesized area |
|---|---|
| compound gates | 0.119 |
| xor+xnor | 0.0954 |
| fa+ha+maj | 0.00563 |
| buf+inv | 0.0430 |
| flops | 0.534 |
| mux | 0.0330 |
| simple gates | 0.170 |
[cells in the mapped netlist (4+ instances only)]
library cell	instances
ha_1	4
or2_1	5
a21boi_0	4
nand3_1	14
a21oi_1	13
o31ai_1	9
or3_1	5
a211o_1	4
o21ai_1	5
nor2_1	85
xnor2_1	42
nand2_1	86
inv_1	53
clkbuf_1	39
o21a_1	7
mux2_2	14
a31oi_1	7
nor4_1	20
dfxtp_1	195
o21bai_1	6
mux2i_1	12
o311ai_0	4
o211ai_1	9
edfxtp_1	28
nor3_1	21
a311oi_1	5
o21ai_0	36
buf_2	5
and2_1	10
a211oi_1	18
xor2_1	28
nand2b_1	7
nand4_1	15
a221o_1	8
or4_1	9
xnor3_1	5
nand3b_1	4
