===== design/flow/config.mk =====
export PLATFORM = sky130hd
export DESIGN_NAME = CLA_adder
export DESIGN_NICKNAME = CLA_adder
export VERILOG_FILES = /design/flow/design.v
export SDC_FILE = /design/flow/constraint.sdc
export NUM_CORES = 4
export LEC_CHECK = 1
export CORE_AREA = 10 10 70 70
export DIE_AREA = 0 0 80 80

===== design/flow/constraint.sdc =====
current_design CLA_adder

set clk_period 20.6
set clk_io_pct 0.2

create_clock -name clk0 -period $clk_period

set non_clock_inputs [all_inputs -no_clocks]
set_input_delay [expr $clk_period * $clk_io_pct] -clock clk0 $non_clock_inputs
set_output_delay [expr $clk_period * $clk_io_pct] -clock clk0 [all_outputs]

===== design/flow/design.v =====
module CLA_adder(V, C, sum, a, b, sub);
	output V, C;
	output[15:0] sum;
	input[15:0] a, b;
	input sub;
	wire[15:0] b_input;	 
	assign b_input = sub ? ~b : b;
	wire[3:0] g, p, c_out;
	group_block block0(g[0], p[0], sum[3:0], a[3:0], b_input[3:0], sub);	 
	group_block block1(g[1], p[1], sum[7:4], a[7:4], b_input[7:4], c_out[0]);
	group_block block2(g[2], p[2], sum[11:8], a[11:8], b_input[11:8], c_out[1]);
	group_block block3(g[3], p[3], sum[15:12], a[15:12], b_input[15:12], c_out[2]);
	assign c_out[0] = g[0] | (sub & p[0]);
	assign c_out[1] = g[1] | (c_out[0] & p[1]);
	assign c_out[2] = g[2] | (c_out[1] & p[2]);
	assign c_out[3] = g[3] | (c_out[2] & p[3]);
	assign V = (b_input[15] & ~a[15] & (~sum[15])) | ((~b_input[15]) & (~a[15]) & sum[15]);
	assign C = c_out[3];
endmodule
module group_block(group_g, group_p, sum, a, b, c_in);
	output group_g, group_p;
	output[3:0] sum;
	input[3:0] a, b;
	input c_in;
	wire[3:0] p, g, sub_group_g;	 
	assign g = a & b;
	assign p = a ^ b;	 
	assign group_p = &p;
	assign sub_group_g[0] = p[0] & c_in | g[0];
	assign sub_group_g[1] = p[1] & sub_group_g[0] | g[1];
	assign sub_group_g[2] = p[2] & sub_group_g[1] | g[2];
	assign sub_group_g[3] = p[3] & sub_group_g[2] | g[3];
	assign group_g = sub_group_g[3];
	assign sum[0] = c_in ^ p[0];
	assign sum[1] = sub_group_g[0] ^ p[1];
	assign sum[2] = sub_group_g[1] ^ p[2];
	assign sum[3] = sub_group_g[2] ^ p[3];
endmodule

===== design/flow/run.sh =====
#!/bin/bash
# OpenROAD 26Q1-2900-gdf79404cd8, Yosys 0.63+post, stock flow scripts
make -C /OpenROAD-flow-scripts/flow DESIGN_CONFIG=/design/flow/config.mk WORK_HOME=/design/flow/orfs finish

==> job_summary.md <==
### Yosys + OpenROAD results

| Metric | Value |
|---|---|
| Max-capacitance violation count | 0 |
| Start-to-end type of the worst setup path | in2out |
| Starting density of the core | 26.6% |
| Met2 wire length | ~1.0 mm |
| Resized Gates After CTS | 0 |
| Count of fill cells added during filler insertion | 324 |
| Top-Level Pins | 51 |
| DP Wirelength | approximately 2.1 mm |
| Die Size | 6400 sq um |
| Number of failing setup endpoints in the final timing report | 0 |
| Category of the worst setup path launch point | input pin |
| Die X | about 80 um |
| Number of clock-tree buffers in the layout | 0 |
| Hold Fails Final Rpt | 0 |
| Maximum vdd ir drop | 11.4 uV |
| Endpoint arrival time on the critical path | between 10 and 15 ns |
| Slowest stage cell, crit path | clkdlybuf4s50_1 |
| Final antenna diode count | 0 |
| Most Frequent Cell on Critical Path | fa_1 |
| Routed wirelength normalized by instance count | between 10 and 15 um |
| Number of core rows | 21 |
| Remaining design rule violation count | 0 |
| Via count of the first global-routing pass | 810 |
| Final Max Slew Viols | 0 |
| Number of standard cells reported by yosys | 105 |
| Largest fanout of any net on the critical path | 17 |
| Number of port buffers | between 50 and 60 |
| Post-route minimum period | 16.49 ns |
| Register share after synthesis | 0% |
| Floorplan die height | 80 um |
| Router iterations before antenna repair | 4 |
| Layout Area Growth over Synthesis | 61.2% |
| Gp weighted congestion | about 0.75 |
| Layout cells sized above 1 | under 10% |
| Post-cts hold buffer count | 0 |
| Largest net degree at the start of global routing | 18 |
| Kind of path behind the tightest hold check | in2out |
| Dominant logic cell type in the layout | clkdlybuf4s50_1 |
| Overall Global Routing Usage | 6.99% |
| Remaining number of nets flagged by the antenna check after routing | 0 |
| Post-route insts no fill | roughly 200 |
| Drt first-iter violations | 16 |
| Total setup buffers inserted after CTS | 0 |
| Routed via count | 746 |
| Worst slew pin tran | 0.300 ns |
| Wire length of the first global-routing pass | around 3.7 mm |
| Number of instances in the placed design | 201 |
| Combinational share of power | 100.0% |
| Switching share of total power | 35.6% |
| Final critical-path share of the clock period | 80.1% |
| Overall power | about 0.05 mW |
| Largest area contributor in the netlist | fa_1 |
| Total core area | 3420 sq um |
| Cells on Worst Hold Path | 3 |
| Nature of the critical path endpoint | output port |
| Combined area of all synthesized cells | 910 sq um |
| Antenna violations before repair | 0 |
| Post-synth top area share | 33.0% |
| Most used cells in the layout excluding fill and tap cells | clkdlybuf4s50_1 (51), inv_1 (44), xor2_1 (15), fa_1 (15), ha_1 (15) |
| Detailed-routed wire length on met3 | 266 um |
| Yosys warning total | 0 |
| Critical hold path startpoint | a[15] |
| Yosys Chip Area | just over 900 sq um |
| Routed wire length | 2.24 mm |
| Number of warnings in the stage logs | around 47 |
| Power per Cell Area | approximately 34 nW/um^2 |
| Final total negative setup slack | 0 ns |
| Total leakage power | 0.767 nW |
| Register share of total power | 0% |
| Worst path required time | 16.48 ns |
| Setup repair after global routing missed its margin | false |
| Clk network pwr share | 0% |
| Gate family responsible for the most delay along the worst path | adder cells |
| Outcome | completed |
| Delay contributed by the slowest stage of the critical path | 0.45 ns |
| Area of all sequential standard cells | 0 sq um |
| Main area contributors after synthesis | fa_1 (33%), ha_1 (21%), inv_1 (18%), xor2_1 (14%), and4_1 (1.9%) |
| Number of buffers and inverters on the critical path | 6 |
| Total routed wire length on the met1 layer | 958 um |
| Highest routed layer | met3 |
| Sequential cell count | 0 |
| Cell count after synthesis | 105 |
| Normalized max-slew margin | 79.8% |
| Worst-case hold path end point | V |
| Internal Pwr Total | 0.0320 mW |
| Highest achievable clock rate | 0.0606 GHz |
| Power dissipated by switching net loads | 0.0177 mW |
| Via-to-Cell Ratio | 3.71 |
| Synthesized area divided by synthesized cell count | 8.66 sq um |
| Final global-route overflow total | 0 |
| Count of different cell masters after synthesis | 17 |
per-layer routing:
metal,global-route usage (%),up-vias
met2,11.2,28
li1,-,387
met3,2.50,0
met5,0,-
met4,0,0
met1,9.49,331
synth_stat cells:
master and number:
inv_1 44, fa_1 15, ha_1 15, xor2_1 15, and4_1 2, nand2_1 2, nand4_1 2, a21boi_0 1
a2bb2oi_1 1, a31o_1 1, buf_4 1, buf_6 1, mux2i_1 1, nor2_1 1, o2111ai_1 1, o21ai_0 1
xor2_2 1
cell families (layout without fill, tap and decap cells):
kind of cell	Yosys count	count (layout)	synth area share, %
xor gates and xnor gates	16	16	16.2
muxes	1	1	1.10
buffers and inverters	46	96	20.2
and+or+nand+nor	7	7	4.54
adders and majority gates	30	30	53.6
AOI/OAI and AO/OA	5	5	4.26
area by class of cell:
class / instances / area [sq um] / share of cell area, %
Tap cell: 46 / 57.6 / 3.92
Multi-Input combinational cell: 59 / 726 / 49.5
Inverter: 44 / 165 / 11.3
Timing Repair Buffer: 52 / 518 / 35.3
power groups by stage:
stage	combinational [mW]	sequential, mW	clock [mW]
6_report	0.0497	0	0
5_1_grt	0.0575	0	0
4_1_cts	0.0516	0	0
worst min-delay path: cells and delay by family:
| family | cells | cell delay (ns) |
|---|---|---|
| buffers and inverters | 2 | 0.93 |
| AND/OR/NAND/NOR | 1 | 0.05 |
per-stage QoR:
step	util [%]	hold WS [ns]	area, sq um	setup slack, ns
3_3_place_gp	42.9	9.24	1470	4.06
2_1_floorplan	-	8.25	910	5.49
4_1_cts	42.9	9.24	1470	4.00
6_report	42.9	9.23	1470	4.11
5_1_grt	42.9	9.31	1470	3.66
3_5_place_dp	42.9	9.24	1470	4.00
how the worst max path moves through the flow:
stage | startpoint | end | slack [ns] | cells after the start
4_1_cts | sub | sum[15] | 4.00 | 27
5_1_grt | sub | sum[15] | 3.66 | 27
6_report | sub | sum[15] | 4.11 | 27
Power figures rest on the tool's default switching activity, not on a simulated workload.
