**flow/design.v**
```verilog
module barrelShifter (outData,inData,shift);
	input [31:0] inData,shift;
	output [31:0] outData;
	wire [31:0] data0,data1,data2,data3,data4,data5;
	genvar a;
	generate
		for (a=0;a<1;a=a+1) begin :BARREL
			mux2_1 BARREL (.din_0(inData[a]),.din_1(1'b0),.sel(shift[0]),.mux_out(data0[a]));
		end
	endgenerate
	genvar b;
	generate
		for (b=1;b<32;b=b+1) begin:BARREL1
			mux2_1 BARREL (.din_0(inData[b]),.din_1(inData[b-1]),.sel(shift[0]),.mux_out(data0[b]));
		end
	endgenerate
	genvar c;
	generate
		for (c=0;c<2;c=c+1) begin:BARREL2
			mux2_1 BARREL1 (.din_0(data0[c]),.din_1(1'b0),.sel(shift[1]),.mux_out(data1[c]));
		end
	endgenerate
	genvar d;
	generate
		for (d=2;d<32;d=d+1) begin:BARREL3
			mux2_1 BARREL1 (.din_0(data0[d]),.din_1(data0[d-2]),.sel(shift[1]),.mux_out(data1[d]));
		end
	endgenerate
	genvar e;
	generate
		for (e=0;e<4;e=e+1) begin:BARREL4
			mux2_1 BARREL2 (.din_0(data1[e]),.din_1(1'b0),.sel(shift[2]),.mux_out(data2[e]));
		end
	endgenerate
	genvar f;
	generate
		for (f=4;f<32;f=f+1) begin:BARREL5
			mux2_1 BARREL2 (.din_0(data1[f]),.din_1(data1[f-4]),.sel(shift[2]),.mux_out(data2[f]));
		end
	endgenerate
	genvar g;
	generate
		for (g=0;g<8;g=g+1) begin:BARREL6
			mux2_1 BARREL3 (.din_0(data2[g]),.din_1(1'b0),.sel(shift[3]),.mux_out(data3[g]));
		end
	endgenerate
	genvar h;
	generate
		for (h=8;h<32;h=h+1) begin:BARREL7
			mux2_1 BARREL3 (.din_0(data2[h]),.din_1(data2[h-8]),.sel(shift[3]),.mux_out(data3[h]));
		end
	endgenerate
	genvar i;
	generate
		for (i=0;i<16;i=i+1) begin:BARREL8
			mux2_1 BARREL4 (.din_0(data3[i]),.din_1(1'b0),.sel(shift[4]),.mux_out(data4[i]));
		end
	endgenerate
	genvar j;
	generate
		for (j=16;j<32;j=j+1) begin:BARREL9
			mux2_1 BARREL4 (.din_0(data3[j]),.din_1(data3[j-16]),.sel(shift[4]),.mux_out(data4[j]));
		end
	endgenerate
	genvar l;
	generate
		for (l=0;l<32;l=l+1) begin:BARREL10
			mux2_1 BARREL5 (.din_0(data4[l]),.din_1(1'b0),.sel(shift[5]),.mux_out(data5[l]));
		end
	endgenerate
	genvar m;
	generate
		for (m=32;m<32;m=m+1) begin:BARREL11
			mux2_1 BARREL5 (.din_0(data4[m]),.din_1(data4[m-32]),.sel(shift[5]),.mux_out(data5[m]));
		end
	endgenerate
	assign outData = data5;
endmodule
 module  mux2_1(din_0      ,  
din_1      ,  
sel        ,  
mux_out       
 );
 input din_0, din_1, sel ;
 output mux_out;
 wire  mux_out;
 assign mux_out = (sel) ? din_1 : din_0;
 endmodule  
```
**flow/run.sh**
```bash
#!/bin/bash
# OpenROAD 26Q1-2900-gdf79404cd8, Yosys 0.63+post, stock flow scripts
make -C /OpenROAD-flow-scripts/flow DESIGN_CONFIG=/design/flow/config.mk WORK_HOME=/design/flow/orfs finish
```
**flow/config.mk**
```make
export PLATFORM = sky130hd
export DESIGN_NAME = barrelShifter
export DESIGN_NICKNAME = barrelShifter
export VERILOG_FILES = /design/flow/design.v
export SDC_FILE = /design/flow/constraint.sdc
export NUM_CORES = 4
export LEC_CHECK = 1
export CORE_UTILIZATION = 30
```
**flow/constraint.sdc**
```tcl
current_design barrelShifter

set clk_period 2.1
set clk_io_pct 0.2

create_clock -name clk0 -period $clk_period

set non_clock_inputs [all_inputs -no_clocks]
set_input_delay [expr $clk_period * $clk_io_pct] -clock clk0 $non_clock_inputs
set_output_delay [expr $clk_period * $clk_io_pct] -clock clk0 [all_outputs]
```
==> Changelog: implementation <==
## Implementation

* Seq_cells at 0
* CP Max Fanout at 8
* Max transition margin at 0.731
* Delay-heaviest family, CP: buffers and inverters
* Fin Hold WS at about 1.5 ns
* Cell mode on critical path: buf_6
* Largest net degree at the start of global routing at 17
* Die Y at between 90 and 100 microns
* Critical path's slowest cell: mux2_4
* Pint at ~640 uW
* # diodes at 0
* Failing checks: negative setup slack
* FMAX at between 400 and 500 MHz
* Placed Cells incl. Taps at around 450
* YS chip area at 2390 sq um
* Max-cap violations at 0
* Seq pwr share at 0
* Count of final setup violators at 24
* Slowest cell delay on critical path at approximately 0.3 ns
* Vias per cell at 5.56
* Final instance area at between 4000 and 5000 sq um
* Synthesized area at between 2000 and 2500 sq um
* CP Launch Type: input pin
* Outcome: finished, violations left
* Reg area at 0 sq um
* Crit Path Category: in -> out
* Yosys cell types at roughly 46
* DRC at 0
* Number of clock buffers in the layout at 0
* I/O pins at roughly 96
* Setup TNS at -3.82 ns
* Peak VDD IR at about 0.14 mV
* Grt ovf at 0
* Yosys warns at 0
* Floorplan row count at 32
* Pwr dens at 255 nW/um^2
* Area delta synth->final at 84.3%
* Crit path required time at approximately 1.7 ns
* Buf/Inv on CP at 5
* Slew Limit Fails at 0
* CP Depth at 9
* Cycle use final at 1.12
* Tool warning count at a little over 60
* Core footprint at approximately 7700 sq um
* Final WL at 9510 microns
* Total power at between 1 and 1.5 mW
* Nature of the critical path endpoint: primary output
* Worst Hold Path EP: outData[1]
* P_leak at between 1.5 and 2 nW
* Routability congestion estimate at between 0.9 and 1
* First-pass GRT wire length at around 15000 microns
* Share of post-route cells with drive strength above 1 at 0.781
* Switch Pwr at about 480 uW
* Placed cell areas at around 3400 sq um
* Hold Crit Depth at 5
* Cells after synthesis at ~260
* Worst hold-check path type: in -> out
* Post-layout util at 0.570
* Worst-path cell chain: buf_16 > buf_12 > mux2i_4 > buf_6 > mux2_4 > buf_6 > o21a_1 > o32ai_2 > buf_2
* WL met1 at 3890 microns
* Routed len/inst at about 18 microns
* Post-Syn Area per Cell at just over 9 sq um
* Routed vias at 2875
* Hold Startpoint: shift[1]
* Chip area at 8320 sq um
* Post-DP HPWL at 6610 microns
* Final instance count without filler cells at a little over 500
* # Cells Yosys at 259
* PnR worst setup slack at -0.251 ns
* Pre-Place Util at 0.309
* Vias in the first global route at between 2000 and 3000
* CP arrival at roughly 1.9 ns
* I/O Buffers at ~70
* DR WL met3 at just over 1000 microns
* Sw Share at 0.427
* Starting DRT DRC Count at roughly 130
* Register share after synthesis at 0
* Slew @ Worst Pin at 0.404 ns
* Drt pass-1 iters at 4
* Post-layout min period at approximately 2.4 ns
* Clock power share at 0
* Final ANT Viol Nets at 0
* Place WS at -0.831 ns
* Hold_buf cts at 0
* Die X-Extent at a little over 90 microns
* Total GRT Usage at 0.232
* Highest metal used: met4
* RSZ-0062 raised after global routing: yes
* Comb power frac at 1.000
* Initial antenna violation count at 0
* Final Hold Fails at 0
* WL met2 at 4490 microns
## worst max-delay path by stage
stage,start,to,slack [ns]
final,shift[1],outData[19],-0.25
after CTS,shift[1],outData[19],-0.30
after global routing,shift[1],outData[30],-0.31
## synth_stat cells, types with 5 or more instances
| master | instances | share of area |
|---|---|---|
| nor3_1 | 6 | 0.013 |
| buf_2 | 6 | 0.013 |
| mux4_1 | 13 | 0.14 |
| nand2_1 | 23 | 0.036 |
| mux4_2 | 23 | 0.22 |
| a21oi_1 | 11 | 0.023 |
| mux2i_1 | 22 | 0.092 |
| nor2_1 | 19 | 0.030 |
| o22ai_1 | 8 | 0.021 |
| o32ai_1 | 5 | 0.018 |
| mux2_2 | 6 | 0.028 |
| and3_1 | 5 | 0.013 |
| buf_4 | 33 | 0.10 |
| or2_2 | 5 | 0.013 |
| clkbuf_1 | 10 | 0.016 |
## layout make-up
cell class                 count  area [sq um]
fill                         595          3320
timing repair buffer         211          1830
multi-input combinational    200          2430
tap                          102           128
inverter                       4          21.3
## kinds of logic (layout without fill, tap and decap cells)
family	Yosys count	in the layout	synth area share
AOI/OAI and AO/OA	56	56	0.169
muxes	67	67	0.502
and+or+nand+nor	77	77	0.155
buffers and inverters	59	215	0.174
## power by group through the flow
stage / Sequential, mW / Clock, mW / Combinational (mW)
CTS: 0 / 0 / 1.03
global route: 0 / 0 / 1.19
finish: 0 / 0 / 1.12
## metal layers
metal | track usage | up-vias
met5 | 0 | -
met4 | 0.0212 | 0
met3 | 0.0748 | 13
met2 | 0.361 | 148
met1 | 0.334 | 1406
li1 | - | 1308
## repair_timing
item / CTS / global route
gates cloned: 3 / 0
pin swaps: 49 / 28
setup buffers: 60 / 13
endpoints found under the setup margin: 32 / 31
gates resized: 357 / 39
## tightest hold or removal path: stages
cell           delay (ns)
buf_16               0.10
buf_12               0.11
buf_4                0.16
nor3_2               0.05
dlygate4sd2_1        0.23
## layout by cell type (no fill, tap or decap), types with 4 or more instances in the layout
cell and n:
a21oi_1 4, a21oi_2 6, and3_1 4, buf_12 4, buf_2 46, buf_4 89
buf_6 49, buf_8 4, dlygate4sd2_1 8, mux2_4 8, mux2i_1 14, mux2i_4 6
mux4_2 35, nand2_1 17, nand2_2 6, nor2_1 8, nor2_2 5, nor2_4 6
o22ai_1 4, o32ai_2 6
Power and IR drop assume default switching activity.
